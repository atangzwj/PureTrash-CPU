==> design/flow/design.v <==
`timescale 1ns/10ps
module busMux16_1 #(parameter WIDTH = 64) (
   output logic       [WIDTH - 1 : 0] out,
   input  logic [15:0][WIDTH - 1 : 0] in,
   input  logic               [3 : 0] sel
);
   logic [3:0][WIDTH - 1 : 0] mid;
   busMux4_1 #(.WIDTH(WIDTH)) m0 (.out(mid[0]), .in(in[3:0]),   .sel(sel[1:0]));
   busMux4_1 #(.WIDTH(WIDTH)) m1 (.out(mid[1]), .in(in[7:4]),   .sel(sel[1:0]));
   busMux4_1 #(.WIDTH(WIDTH)) m2 (.out(mid[2]), .in(in[11:8]),  .sel(sel[1:0]));
   busMux4_1 #(.WIDTH(WIDTH)) m3 (.out(mid[3]), .in(in[15:12]), .sel(sel[1:0]));
   busMux4_1 #(.WIDTH(WIDTH)) mOut (.out, .in(mid), .sel(sel[3:2]));
endmodule
module busMux16_1_testbench ();
   logic       [7:0] out;
   logic [15:0][7:0] in;
   logic       [3:0] sel;
   busMux16_1 #(.WIDTH(8)) dut (.out, .in, .sel);
   integer i;
   initial begin
      in[0]  = 8'h80; in[1]  = 8'h98; in[2]  = 8'hFF; in[3]  = 8'hDE;
      in[4]  = 8'h9C; in[5]  = 8'h13; in[6]  = 8'hC5; in[7]  = 8'h30;
      in[8]  = 8'hCC; in[9]  = 8'h7F; in[10] = 8'hE9; in[11] = 8'h47;
      in[12] = 8'hD6; in[13] = 8'h6C; in[14] = 8'h3D; in[15] = 8'hCA;
      for (i = 0; i < 16; i++) begin
         sel = i; #10; assert(out == in[i]);
      end
      in = ~in;
      for (i = 0; i < 16; i++) begin
         sel = i; #10; assert(out == in[i]);
      end
   end
endmodule
`timescale 1ns/10ps
module busMux4_1 #(parameter WIDTH = 64) (
   output logic      [WIDTH - 1 : 0] out,
   input  logic [3:0][WIDTH - 1 : 0] in,
   input  logic              [1 : 0] sel
);
   genvar i;
   generate
      for (i = 0; i < WIDTH; i++) begin : muxes
         logic [3:0] slice;  
         assign slice = {in[3][i], in[2][i], in[1][i], in[0][i]};
         mux4_1 m (.out(out[i]), .in(slice), .sel);
      end
   endgenerate
endmodule
module busMux4_1_testbench ();
   logic      [15:0] out;
   logic [3:0][15:0] in;
   logic       [1:0] sel;
   busMux4_1 #(.WIDTH(16)) dut (.out, .in, .sel);
   integer i;
   initial begin
      in[0] = 16'h0123;
      in[1] = 16'h4567;
      in[2] = 16'h89AB;
      in[3] = 16'hCDEF;
      for (i = 0; i < 4; i++) begin
         sel = i; #10; assert(out == in[i]);
      end
      in = ~in;
      for (i = 0; i < 4; i++) begin
         sel = i; #10; assert(out == in[i]);
      end
   end
endmodule
`timescale 1ns/10ps
module mux4_1 (
   output logic       out,
   input  logic [3:0] in,
   input  logic [1:0] sel
);
   parameter DELAY = 0.05;
   logic [1:0] seln;
   not #DELAY n0 (seln[0], sel[0]);
   not #DELAY n1 (seln[1], sel[1]);
   logic out0, out1, out2, out3;
   and #DELAY a0 (out0, in[0], seln[1], seln[0]);
   and #DELAY a1 (out1, in[1], seln[1], sel[0]);
   and #DELAY a2 (out2, in[2], sel[1],  seln[0]);
   and #DELAY a3 (out3, in[3], sel[1],  sel[0]);
   or #DELAY o (out, out0, out1, out2, out3);
endmodule
module mux4_1_testbench ();
   logic       out;
   logic [3:0] in;
   logic [1:0] sel;
   mux4_1 dut (.out, .in, .sel);
   integer i;
   initial begin
      for (i = 0; i < 64; i++) begin
         {sel, in} = i; #10;
      end
   end
endmodule
==> design/flow/run.sh <==
#!/bin/bash
# OpenROAD 26Q1-2900-gdf79404cd8, Yosys 0.63+post, stock flow scripts
make -C /OpenROAD-flow-scripts/flow DESIGN_CONFIG=/design/flow/config.mk WORK_HOME=/design/flow/orfs finish
==> design/flow/config.mk <==
export PLATFORM = sky130hd
export DESIGN_NAME = busMux16_1
export DESIGN_NICKNAME = busMux16_1
export VERILOG_FILES = /design/flow/design.v
export SDC_FILE = /design/flow/constraint.sdc
export NUM_CORES = 4
export LEC_CHECK = 1
export CORE_AREA = 10 10 420 420
export DIE_AREA = 0 0 430 430
==> design/flow/constraint.sdc <==
current_design busMux16_1

set clk_period 3.0
set clk_io_pct 0.2

create_clock -name clk0 -period $clk_period

set non_clock_inputs [all_inputs -no_clocks]
set_input_delay [expr $clk_period * $clk_io_pct] -clock clk0 $non_clock_inputs
set_output_delay [expr $clk_period * $clk_io_pct] -clock clk0 [all_outputs]
==> results.txt <==
run metrics: status=finished, violations left, violated checks=setup timing, biggest combinational cell group after synthesis=multiplexers, Max Transition Viols Final=0, die width=about 430 um, Max VDD drop=0.0533 mV, Simple Share, Synth=0.0332, First DRT Iteration DRCs=698, arithmetic-cell share of the synthesized area counting full adders, half adders and majority gates=0, hold buffer count at CTS=0, remaining max-slew budget at the tightest pin=0.666, highest net fanout along the worst path=10, largest net degree at the start of global routing=26, Chip Area, Yosys=just under 8000 um2, gate count of the mapped netlist=around 600, Final Routed Wirelength=~150,000 um, Seq Cell Count=0, type of the most critical hold path=in2out, setup slack of the critical path after layout=-0.0635 ns, post-layout instance area=24,100 um2, fraction of final layout cells with drive strength greater than 1=0.371, data required time of the worst path=~2.4 ns, warnings from Yosys=0, Internal Dissipation=about 2.4 mW, first-pass GRT wire length=between 150,000 and 200,000 um, CP endpoint kind=primary output, number of standard cells in the final layout excluding fillers=4,013, Via density=about 3.2, final setup vio count=10, number of global-route vias before repair=about 13,000, maxcap violations=0, core region area=about 170,000 um2, detailed placement HPWL=143,000 um, drt drc=0, die height=between 400 and 500 um, Setup Crit Path Kind=in2out, final core utilization=0.144, area of the die=185,000 um2, final hold violations=0, clock group share of total power=0, number of warning messages in the logs=34, worst endpoint data arrival time=2.46 ns, mean post-synth cell area=~13 um2, Final Critical Period=about 3 ns, number of cells in the yosys synthesis report=600, clock buffer count=0, Leakage=approximately 8 nW, post-DR wirelength/cell=roughly 38 um, share of synthesized area spent on multiplexers=0.728, number of placed instances, taps included=~3,900, growth of design area from synthesis to finish=204%, count of TritonRoute iterations in the first routing pass=5, GP Congestion=1.01, IO buf count=between 1,000 and 1,500, Worst Tran Pin Value=0.501 ns, upper clock frequency limit=roughly 330 MHz, total number of placement rows=approximately 150, Seq/Total Area, Yosys=0, Top-Level Pins=1,092, vias after detailed routing=12,900, sequential standard cell area=0 um2, Layout fillers=about 19,000, crit start category=input port, number of antenna violations at the first check in global routing=around 200, overall track demand over capacity in global routing=0.161, instance area after placement=~22,000 um2, Post-Synth AOI/OAI Area=0.121, Post-Synth XOR/XNOR Area=0, antenna-violating nets left=0, setup repair after global routing missed its margin=true, overflow left after global routing=0, share of total power consumed by net switching=0.385, period utilization=1.02, distinct cell type count after synthesis=11, share of total power in combinational logic=1.000, share of total power in sequential cells=0, power density cells=approximately 160 nW/um2, pre-placement core utilization=0.0474, switching pwr=between 1.5 and 2 mW, post-synth design cell area=between 7000 and 8000 um2, worst setup slack before clock tree synthesis=-1.06 ns
## routing by layer
metal | vias to the layer above | GRT usage | part of all wire
met5 | - | 0 | 0.0057
met4 | 142 | 0.0277 | 0.029
met3 | 368 | 0.0846 | 0.12
met2 | 995 | 0.281 | 0.50
met1 | 6302 | 0.175 | 0.35
li1 | 5082 | - | -
## power groups by stage
stage	clock network, mW	logic [mW]	registers, mW
CTS	0	3.84	0
global route	0.000000912	4.09	0
finish	0.00000159	3.91	0
## path summary, 6_finish.rpt
path | startpoint | end | cells past startpoint
max | sel[0] | out[57] | 9
min | sel[1] | out[8] | 6
## cell usage in the layout (no fill, tap or decap), types with 8 or more instances in the layout
cell type and n:
sky130_fd_sc_hd__a22oi_1 38, sky130_fd_sc_hd__a22oi_2 90, sky130_fd_sc_hd__buf_12 40, sky130_fd_sc_hd__buf_16 14, sky130_fd_sc_hd__buf_4 143, sky130_fd_sc_hd__buf_6 60, sky130_fd_sc_hd__clkdlybuf4s50_1 1011, sky130_fd_sc_hd__diode_2 37
sky130_fd_sc_hd__dlygate4sd2_1 16, sky130_fd_sc_hd__dlymetal6s2s_1 8, sky130_fd_sc_hd__mux4_2 256, sky130_fd_sc_hd__nand2_1 36, sky130_fd_sc_hd__nand2_2 26
## what timing repair did
action                     CTS  global route
hold endpoints to repair     0             0
gates cloned                 7             3
resized                    182           118
setup endpoints to repair   64            52
setup buffers               34            52
pin swaps                   40            67
## critical path, cell delays in order
cell and delay [ns]:
sky130_fd_sc_hd__buf_16 0.13, sky130_fd_sc_hd__buf_16 0.18, sky130_fd_sc_hd__buf_6 0.12, sky130_fd_sc_hd__buf_12 0.12, sky130_fd_sc_hd__mux4_2 0.59, sky130_fd_sc_hd__a22oi_2 0.28
sky130_fd_sc_hd__buf_4 0.19, sky130_fd_sc_hd__nand2_2 0.06, sky130_fd_sc_hd__buf_6 0.13
## cell families (layout without fill, tap and decap cells)
logic type | after synthesis | in the layout
buf+inv | 148 | 1320
other cells | 0 | 37
compound gates | 128 | 128
simple gates | 68 | 68
mux | 256 | 256
## through the flow
step                TNS [ns]  hold WS [ns]  total power, mW
global placement      -18.70          2.05             3.61
floorplan                  0          1.58             1.10
detailed placement    -18.31          2.06             3.61
global route           -1.04          1.96             4.09
finish                -0.274          1.92             3.91
CTS                    -1.68          2.04             3.84
## cell type report
cell class,count,area [um2],area share
Antenna cell,37,92.6,0.00384
Tap cell,2204,2760,0.114
Timing Repair Buffer,1320,13700,0.569
Multi-Input combinational cell,452,7540,0.313
## synth_stat cells
cell / n / share of area
sky130_fd_sc_hd__and2_1: 1 / 0.00079
sky130_fd_sc_hd__mux4_2: 256 / 0.73
sky130_fd_sc_hd__nand2_1: 64 / 0.030
sky130_fd_sc_hd__buf_4: 83 / 0.079
sky130_fd_sc_hd__buf_1: 8 / 0.0038
sky130_fd_sc_hd__buf_6: 6 / 0.0085
sky130_fd_sc_hd__clkbuf_1: 32 / 0.015
sky130_fd_sc_hd__nor2_1: 1 / 0.00047
sky130_fd_sc_hd__nor2b_1: 2 / 0.0016
sky130_fd_sc_hd__buf_2: 19 / 0.012
sky130_fd_sc_hd__a22oi_1: 128 / 0.12
Power is estimated from default activity; no workload was simulated.
