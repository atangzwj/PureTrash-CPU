$ cat flow/config.mk
export PLATFORM = sky130hd
export DESIGN_NAME = cla64
export DESIGN_NICKNAME = cla64
export VERILOG_FILES = /design/flow/design.v
export SDC_FILE = /design/flow/constraint.sdc
export NUM_CORES = 4
export LEC_CHECK = 1
export CORE_UTILIZATION = 30
$ cat flow/constraint.sdc
current_design cla64

set clk_period 9.3
set clk_io_pct 0.2

create_clock -name clk0 -period $clk_period

set non_clock_inputs [all_inputs -no_clocks]
set_input_delay [expr $clk_period * $clk_io_pct] -clock clk0 $non_clock_inputs
set_output_delay [expr $clk_period * $clk_io_pct] -clock clk0 [all_outputs]
$ cat flow/design.v
`timescale 1ns/10ps
module cla16 (
   output logic [15:0] s,
   output logic        cOut,
   output logic        pg,
   output logic        gg,
   input  logic [15:0] a,
   input  logic [15:0] b,
   input  logic        cIn
);
   logic [3:0] p, g, c;
   assign c[0] = cIn;
   genvar i;
   generate
      for (i = 0; i < 4; i++) begin : adders
         cla4 adder (
            .s(s[(4*i+3):(4*i)]),
            .cOut(),
            .pg(p[i]),
            .gg(g[i]),
            .a(a[(4*i+3):(4*i)]),
            .b(b[(4*i+3):(4*i)]),
            .cIn(c[i])
         );
      end
   endgenerate
   lcu u (.pg, .gg, .cOut, .c(c[3:1]), .p, .g, .cIn);
endmodule
module cla16_testbench ();
   logic [15:0] s;
   logic        cOut, pg, gg;
   logic [15:0] a, b;
   logic        cIn;
   cla16 dut (.s, .cOut, .pg, .gg, .a, .b, .cIn);
   initial begin
      cIn = 1'b0;
      a = 16'h0001; b = 16'h0001; #10;  
      a = 16'h7FFF; b = 16'h0001; #10;  
      a = 16'hFFFF; b = 16'h0001; #10;  
      a = 16'hC000; b = 16'h4CA8; #10;  
      a = 16'hCCCC; b = 16'h3334; #10;  
      a = 16'hFFFF; b = 16'hFFFF; #10;  
      cIn = 1'b1;
      a = 16'h0001; b = 16'h0001; #10;  
      a = 16'h7FFE; b = 16'h0001; #10;  
      a = 16'hFFFE; b = 16'h0001; #10;  
      a = 16'hC000; b = 16'h4CA7; #10;  
      a = 16'hCCCC; b = 16'h3333; #10;  
      a = 16'hFFFF; b = 16'hFFFF; #10;  
   end
endmodule
`timescale 1ns/10ps
module cla4 (
   output logic [3:0] s,
   output logic       cOut,
   output logic       pg,
   output logic       gg,
   input  logic [3:0] a,
   input  logic [3:0] b,
   input  logic       cIn
);
   logic [3:0] p, g, c;
   assign c[0] = cIn;
   genvar i;
   generate
      for (i = 0; i < 4; i++) begin : adders
         spg adder (.s(s[i]), .p(p[i]), .g(g[i]), .a(a[i]), .b(b[i]), .c(c[i]));
      end
   endgenerate
   lcu u (.pg, .gg, .cOut, .c(c[3:1]), .p, .g, .cIn);
endmodule
module cla4_testbench ();
   logic [3:0] s;
   logic       cOut, pg, gg;
   logic [3:0] a, b;
   logic       cIn;
   cla4 dut (.s, .cOut, .pg, .gg, .a, .b, .cIn);
   integer i, j;
   initial begin
      cIn = 1'b0;
      for (i = 0; i < 16; i++) begin
         for (j = 0; j < 16; j++) begin
            a = i; b = j; #10;
         end
      end
      cIn = 1'b1;
      for (i = 0; i < 16; i++) begin
         for (j = 0; j < 16; j++) begin
            a = i; b = j; #10;
         end
      end
   end
endmodule
`timescale 1ns/10ps
module cla64 (
   output logic [63:0] s,
   output logic        cOut,
   output logic        pg,
   output logic        gg,
   input  logic [63:0] a,
   input  logic [63:0] b,
   input  logic        cIn
);
   logic [3:0] p, g, c;
   assign c[0] = cIn;
   genvar i;
   generate
      for (i = 0; i < 4; i++) begin : adders
         cla16 adder (
            .s(s[(16*i+15):(16*i)]),
            .cOut(),
            .pg(p[i]),
            .gg(g[i]),
            .a(a[(16*i+15):(16*i)]),
            .b(b[(16*i+15):(16*i)]),
            .cIn(c[i])
         );
      end
   endgenerate
   lcu u (.pg, .gg, .cOut, .c(c[3:1]), .p, .g, .cIn);
endmodule
module cla64_testbench ();
   logic [63:0] s;
   logic        cOut, pg, gg;
   logic [63:0] a, b;
   logic        cIn;
   cla64 dut (.s, .cOut, .pg, .gg, .a, .b, .cIn);
   initial begin
      cIn = 1'b0;
      a = 64'h0000000000000001;  
      b = 64'h0000000000000001; #10; 
      a = 64'h7FFFFFFFFFFFFFFF;  
      b = 64'h0000000000000001; #10;
      a = 64'hFFFFFFFFFFFFFFFF;  
      b = 64'h0000000000000001; #10;
      a = 64'hFFFFFFFFFFFF0000;  
      b = 64'h000000000001CCAA; #10;
      a = 64'hCCCCCCCCCCCCCCCC;  
      b = 64'h3333333333333334; #10;
      a = 64'hFFFFFFFFFFFFFFFF;  
      b = 64'hFFFFFFFFFFFFFFFF; #10;
      cIn = 1'b1;
      a = 64'h0000000000000001;  
      b = 64'h0000000000000001; #10; 
      a = 64'h7FFFFFFFFFFFFFFE;  
      b = 64'h0000000000000001; #10;
      a = 64'hFFFFFFFFFFFFFFFE;  
      b = 64'h0000000000000001; #10;
      a = 64'hCFFFFFFFFFFF0000;  
      b = 64'h000000000001CCA9; #10;
      a = 64'hCCCCCCCCCCCCCCCC;  
      b = 64'h3333333333333333; #10;
      a = 64'hFFFFFFFFFFFFFFFF;  
      b = 64'hFFFFFFFFFFFFFFFF; #10;
   end
endmodule
`timescale 1ns/10ps
module lcu (
   output logic       pg,
   output logic       gg,
   output logic       cOut,
   output logic [3:1] c,
   input  logic [3:0] p,
   input  logic [3:0] g,
   input  logic       cIn
);
   parameter DELAY = 0.05;
   logic t0;
   and #DELAY a0 (t0, cIn, p[0]);
   or  #DELAY o0 (c[1], g[0], t0);
   logic t1, t2;
   and #DELAY a1 (t1, cIn, p[0], p[1]);
   and #DELAY a2 (t2, g[0], p[1]);
   or  #DELAY o1 (c[2], g[1], t2, t1);
   logic t3, t4, t5;
   and #DELAY a3 (t3, cIn, p[0], p[1], p[2]);
   and #DELAY a4 (t4, g[0], p[1], p[2]);
   and #DELAY a5 (t5, g[1], p[2]);
   or  #DELAY o2 (c[3], g[2], t5, t4, t3);
   logic t6, t7, t8;
   and #DELAY a6 (t6, g[0], p[1], p[2], p[3]);
   and #DELAY a7 (t7, g[1], p[2], p[3]);
   and #DELAY a8 (t8, g[2], p[3]);
   or  #DELAY o3 (gg, g[3], t8, t7, t6);
   and #DELAY a9 (pg, p[0], p[1], p[2], p[3]);
   and #DELAY aX (tX, cIn, pg);
   or  #DELAY o4 (cOut, gg, tX);
endmodule
module lcu_testbench ();
   logic       pg, gg, cOut;
   logic [3:1] c;
   logic [3:0] p, g;
   logic       cIn;
   lcu dut (.pg, .gg, .cOut, .c, .p, .g, .cIn);
   integer i, j;
   initial begin
      for (i = 0; i < 32; i++) begin
         for (j = 0; j < 16; j++) begin
            {cIn, p} <= i; g <= j; #10;
         end
      end
   end
endmodule
`timescale 1ns/10ps
module spg (
   output logic s,
   output logic p,
   output logic g,
   input  logic a,
   input  logic b,
   input  logic c
);
   parameter DELAY = 0.05;
   xor #DELAY sum (s, p, c);
   xor #DELAY pro (p, a, b);
   and #DELAY gen (g, a, b);
endmodule
module spg_testbench ();
   logic s, p, g;
   logic a, b, c;
   spg dut (.s, .p, .g, .a, .b, .c);
   integer i;
   initial begin
      for (i = 0; i < 8; i++) begin
         {a, b, c} = i; #10;
         assert({g, p} == a + b); assert(s == a ^ b ^ c);
      end
   end
endmodule
$ cat flow/run.sh
#!/bin/bash
# OpenROAD 26Q1-2900-gdf79404cd8, Yosys 0.63+post, stock flow scripts
make -C /OpenROAD-flow-scripts/flow DESIGN_CONFIG=/design/flow/config.mk WORK_HOME=/design/flow/orfs finish
==> impl_table.tex <==
% Synthesis and place-and-route results
\begin{tabular}{lr}
\hline
Metric & Value \\
\hline
\multicolumn{2}{l}{\textbf{Power and ir drop}} \\
Clock group share of total power & 0 \\
Fraction of power spent switching nets & 0.355 \\
Int Power & 219 uW \\
Leakage power figure & 2.09 nW \\
Sequential fraction of design power & 0 \\
Final Power & 340 uW \\
Power per unit of standard cell area & 67.6 nW/um\^{}2 \\
Combinational Power Share & 1.000 \\
Max IR drop VDD & 0.0312 mV \\
Net switching power & 120 uW \\
\multicolumn{2}{l}{\textbf{Place}} \\
Port bufs & 196 \\
\# placed instances & 689 \\
Worst slack at placement & 1.83 ns \\
Routability congestion estimate & 0.852 \\
DP Wirelength & 8350 um \\
Area after DPL & 5030 um\^{}2 \\
\multicolumn{2}{l}{\textbf{Cells and area}} \\
Layout clock buffer count & 0 \\
Sequential cell area & 0 um\^{}2 \\
Number of filler cells placed in the layout & 1047 \\
Share of final-layout standard cells stronger than drive strength 1 & 0.0200 \\
Finished Core Util & 0.462 \\
Area growth from synthesis to final layout & 49.2\% \\
Post-route cell area & 5030 um\^{}2 \\
Non-filler cells in the finished layout & 689 \\
Num sequential & 0 \\
\multicolumn{2}{l}{\textbf{Setup path}} \\
Largest driver fanout on the critical path & 6 \\
Nature of the critical path startpoint & input port \\
Arrival time of the worst setup path & 5.57 ns \\
Start point of the critical path & a[23] \\
Required time of the critical path & 7.44 ns \\
Worst Path Class, Setup & input port to output pin \\
Crit end category & output pin \\
\multicolumn{2}{l}{\textbf{Logic synthesis}} \\
Top cell type by instance count after synthesis & sky130\_fd\_sc\_hd\_\_ha\_1 \\
Yosys warning count & 1 \\
Synthesized instance count & 417 \\
Average size of a mapped cell & 8.08 um\^{}2 \\
Sequential cell area fraction in the yosys report & 0 \\
Distinct cells, synth & 44 \\
Synth Cell Area & 3370 um\^{}2 \\
\# Cells Yosys & 417 \\
Most used standard cells in the synthesized netlist & sky130\_fd\_sc\_hd\_\_ha\_1, sky130\_fd\_sc\_hd\_\_buf\_4, sky130\_fd\_sc\_hd\_\_nor2\_1, sky130\_fd\_sc\_hd\_\_o21a\_1, sky130\_fd\_sc\_hd\_\_a21oi\_1 \\
Top cell type by total area after synthesis & sky130\_fd\_sc\_hd\_\_ha\_1 \\
Max-area cell share & 0.297 \\
Dominant cells by area after synthesis & sky130\_fd\_sc\_hd\_\_ha\_1, sky130\_fd\_sc\_hd\_\_buf\_4, sky130\_fd\_sc\_hd\_\_fa\_1 \\
Total cell area reported by yosys after synthesis & 3370 um\^{}2 \\
\multicolumn{2}{l}{\textbf{Timing}} \\
Share of the cycle needed by the critical path after routing & 0.799 \\
Hold WS & 4.81 ns \\
Final critical-path setup slack & 1.87 ns \\
Highest attainable clock frequency & 0.135 GHz \\
Final-report max-slew violation count & 0 \\
Setup TNS after final layout & 0 ns \\
Setup violation total in the final timing report & 0 \\
Max-slew headroom & 0.637 \\
Final worst path period need & 7.43 ns \\
Worst Tran Pin Value & 0.541 ns \\
RSZ-0062 raised after global routing & false \\
Final hold vios & 0 \\
\multicolumn{2}{l}{\textbf{Floorplan}} \\
Std-Cell Core Area & 10900 um\^{}2 \\
DIE HEIGHT & 108 um \\
Die Area & 11700 um\^{}2 \\
Io pins & 196 \\
Chip width & 108 um \\
Floorplan core density & 0.309 \\
Standard-cell rows & 38 \\
\multicolumn{2}{l}{\textbf{Global routing}} \\
GRT Resource Usage Total & 0.150 \\
Via count of the first global-routing pass & 2976 \\
First-pass GRT wire length & 14000 um \\
Initial antenna violation count & 0 \\
Remaining global-route overflow & 0 \\
Pin count of the biggest net entering global routing & 7 \\
\multicolumn{2}{l}{\textbf{Drt}} \\
Number of DRC violations after detailed-routing iteration 0 & 91 \\
Drt pass-1 iters & 4 \\
Metal3 WL & 464 um \\
Final routed wire length divided by cell count & 12.9 um \\
Routed length on met2 & 4220 um \\
Top layer used by detailed routing & met3 \\
Via count & 3216 \\
Number of design rule violations left after detail routing & 0 \\
Post-DR vias/cell & 4.67 \\
Tally of nets with antenna violations remaining after routing & 0 \\
Wire length on met1 & 4190 um \\
Overall routed net length & 8870 um \\
Number of diodes added for antenna fixing & 0 \\
\multicolumn{2}{l}{\textbf{Run}} \\
Tool warning count & 48 \\
Max-capacitance violation count & 0 \\
\multicolumn{2}{l}{\textbf{Outcome}} \\
Run status & finished clean \\
\multicolumn{2}{l}{\textbf{Hold path}} \\
Hold/Removal Path Class & input port to output pin \\
Launch instance of the worst min-delay path & b[0] \\
\multicolumn{2}{l}{\textbf{Clocking}} \\
Buffers inserted by post-CTS timing repair & 0 \\
CTS-repair resized insts & 0 \\
Hold-fix buffers at CTS & 0 \\
\hline
\end{tabular}
## power by group through the flow
| stage | logic (mW) | clock network [mW] | registers, mW |
|---|---|---|---|
| 4_1_cts | 0.346 | 0 | 0 |
| 5_1_grt | 0.378 | 0 | 0 |
| 6_report | 0.340 | 0 | 0 |
## layout make-up
cell class | instances | area [um^2] | area share
multi-input combinational | 341 | 2840 | 0.566
timing repair buffer | 196 | 1960 | 0.390
tap | 140 | 175 | 0.0349
inverter | 12 | 45.0 | 0.00896
## path summary, 6_finish.rpt
check	to	slack, ns	cells after the start
min	s[0]	4.81	5
max	s[63]	1.87	14
## critical path, stage by stage
cell	delay [ns]
sky130_fd_sc_hd__clkdlybuf4s50_1	0.41
sky130_fd_sc_hd__ha_1	0.36
sky130_fd_sc_hd__a21oi_1	0.16
sky130_fd_sc_hd__o21ai_0	0.15
sky130_fd_sc_hd__a221oi_1	0.42
sky130_fd_sc_hd__a21oi_1	0.16
sky130_fd_sc_hd__a211oi_2	0.45
sky130_fd_sc_hd__o21ai_0	0.25
sky130_fd_sc_hd__ha_1	0.24
sky130_fd_sc_hd__o21a_1	0.17
sky130_fd_sc_hd__o21a_1	0.18
sky130_fd_sc_hd__nor2_1	0.11
sky130_fd_sc_hd__xnor2_1	0.13
sky130_fd_sc_hd__clkdlybuf4s50_1	0.51
## per-layer routing
| metal | vias to the layer above | GRT usage |
|---|---|---|
| met5 | - | 0 |
| met4 | 0 | 0 |
| met3 | 0 | 0.0117 |
| met2 | 90 | 0.262 |
| met1 | 1416 | 0.215 |
| li1 | 1710 | - |
## kinds of logic (layout without fill, tap and decap cells)
| group | count (synthesis) | in the layout | share of synthesized area |
|---|---|---|---|
| buffers and inverters | 76 | 208 | 0.156 |
| adder cells (fa/ha/maj) | 96 | 96 | 0.392 |
| XOR/XNOR | 33 | 33 | 0.0858 |
| AND/OR/NAND/NOR | 110 | 110 | 0.159 |
| AND-OR/OR-AND | 102 | 102 | 0.207 |
## cells in the final DEF (no fill, tap or decap), drive strengths merged, types with 2 or more instances in the layout
cell,instances
and4,2
inv,12
or4,2
ha,80
nor2,38
a21o,6
a221oi,3
xor2,16
o21bai,4
nand2b,2
o21a,31
a211oi,2
or3,2
xnor2,17
nand4,14
or2,2
o31ai,2
o211ai,3
nand2,22
fa,16
a21oi,29
o21ai,14
nand3,4
clkdlybuf4s50,196
nor3,18
No activity file was given, so power comes from the tool's default toggle rates.
